==> design.v <==
module PushButton_debouncer(
    input clk,
    input PB,  
    output PB_down,  
    output PB_up
);
    reg PB_state;
    reg [15:0] PB_cnt;
    reg PB_sync_0;   
    reg PB_sync_1;  
    always @(posedge clk) begin
        PB_sync_0 <= PB; 
        PB_sync_1 <= PB_sync_0;
    end
    wire PB_idle = (PB_state==PB_sync_1);
    wire PB_cnt_max = &PB_cnt;
    always @(posedge clk)
        if (PB_idle)
            PB_cnt <= 0;
        else begin
            PB_cnt <= PB_cnt + 16'd1;  
            if(PB_cnt_max) PB_state <= ~PB_state;  
        end
    assign PB_down = ~PB_idle & PB_cnt_max &  PB_state;
    assign PB_up   = ~PB_idle & PB_cnt_max & ~PB_state;
endmodule
==> run.sh <==
#!/bin/bash
# OpenROAD 26Q1-2900-gdf79404cd8, Yosys 0.63+post, stock flow scripts
make -C /OpenROAD-flow-scripts/flow DESIGN_CONFIG=/design/flow/config.mk WORK_HOME=/design/flow/orfs finish
==> config.mk <==
export PLATFORM = sky130hd
export DESIGN_NAME = PushButton_debouncer
export DESIGN_NICKNAME = PushButton_debouncer
export VERILOG_FILES = /design/flow/design.v
export SDC_FILE = /design/flow/constraint.sdc
export NUM_CORES = 4
export LEC_CHECK = 1
export CORE_AREA = 10 10 93 93
export DIE_AREA = 0 0 103 103
==> constraint.sdc <==
current_design PushButton_debouncer

set clk_period 2.3
set clk_io_pct 0.2

create_clock -name clk0 -period $clk_period [get_ports {clk}]

set non_clock_inputs [all_inputs -no_clocks]
set_input_delay [expr $clk_period * $clk_io_pct] -clock clk0 $non_clock_inputs
set_output_delay [expr $clk_period * $clk_io_pct] -clock clk0 [all_outputs]
==> impl_results.html <==
<h3>Flow metrics</h3>
<table>
<tr><th>Metric</th><th>Value</th></tr>
<tr><th colspan="2">Status</th></tr>
<tr><td>Status</td><td>completed</td></tr>
<tr><th colspan="2">Yosys</th></tr>
<tr><td>Synth area leaders</td><td>sky130_fd_sc_hd__dfxtp_1, sky130_fd_sc_hd__xor2_1, sky130_fd_sc_hd__nor2_1</td></tr>
<tr><td>Post-synth tally of flip-flops with integrated enable</td><td>1</td></tr>
<tr><td>Mean cell area of the mapped netlist</td><td>9.20 sq um</td></tr>
<tr><td>Number of instances in the synthesized netlist</td><td>85</td></tr>
<tr><td>Total of flip-flops plus latches after synthesis</td><td>19</td></tr>
<tr><td>Post-synthesis instance area</td><td>782 sq um</td></tr>
<tr><td>Commonest register cell after synthesis</td><td>sky130_fd_sc_hd__dfxtp_1</td></tr>
<tr><td>Cell type with the highest aggregate area in the netlist</td><td>sky130_fd_sc_hd__dfxtp_1</td></tr>
<tr><td>Distinct cell type count after synthesis</td><td>21</td></tr>
<tr><td>Sequential cell area fraction in the yosys report</td><td>49.9%</td></tr>
<tr><td>Top cell type by instance count after synthesis</td><td>sky130_fd_sc_hd__dfxtp_1</td></tr>
<tr><td>Yosys Chip Area</td><td>782 sq um</td></tr>
<tr><td>FFs w/ async S/R, synth</td><td>0%</td></tr>
<tr><td>Synthesis Warnings</td><td>1</td></tr>
<tr><td>Commonest cells in the synthesized netlist</td><td>sky130_fd_sc_hd__dfxtp_1, sky130_fd_sc_hd__nor2_1, sky130_fd_sc_hd__xor2_1, sky130_fd_sc_hd__nand2_1</td></tr>
<tr><td>Portion of synthesized cell area occupied by the leading cell type</td><td>46.1%</td></tr>
<tr><td>Number of cell instances after yosys synthesis</td><td>85</td></tr>
<tr><th colspan="2">Placement</th></tr>
<tr><td>I/O Buffers</td><td>3</td></tr>
<tr><td>Routability congestion estimate from global placement</td><td>0.759</td></tr>
<tr><td>Number of placed cells counting well taps</td><td>169</td></tr>
<tr><td>Pre-CTS setup slack</td><td>127 ps</td></tr>
<tr><td>Post-DP HPWL</td><td>995 um</td></tr>
<tr><th colspan="2">STA</th></tr>
<tr><td>Setup skew after layout</td><td>2.78 ps</td></tr>
<tr><td>Worst-margin pin slew</td><td>489 ps</td></tr>
<tr><td>Worst slew slack as a fraction of its limit</td><td>67.1%</td></tr>
<tr><td>Unrepaired setup endpoints after global routing</td><td>false</td></tr>
<tr><td>Setup TNS Final</td><td>0 ps</td></tr>
<tr><td>Final number of max-transition violations</td><td>0</td></tr>
<tr><td>Hold slack</td><td>334 ps</td></tr>
<tr><td>Period Utilization, post-route</td><td>83.1%</td></tr>
<tr><td>Final period demand of the worst path</td><td>1910 ps</td></tr>
<tr><td>Final setup fails</td><td>0</td></tr>
<tr><td>F_max</td><td>0.523 GHz</td></tr>
<tr><td>Final hold violation count</td><td>0</td></tr>
<tr><td>Worst-case setup margin in the final layout</td><td>388 ps</td></tr>
<tr><th colspan="2">CTS</th></tr>
<tr><td>Worst-Skew Late Latency</td><td>250 ps</td></tr>
<tr><td>Clock sink count</td><td>19</td></tr>
<tr><td>Clock tree from TritonCTS</td><td>yes</td></tr>
<tr><td>H-tree lvl count</td><td>1</td></tr>
<tr><td>Max clock buf depth</td><td>2</td></tr>
<tr><td>Clock root cell</td><td>sky130_fd_sc_hd__clkbuf_8</td></tr>
<tr><td>Clock-pin slew reported for the worst setup and hold paths after clock tree synthesis</td><td>70 ps</td></tr>
<tr><td>Number of buffers inserted during clock tree synthesis</td><td>3</td></tr>
<tr><th colspan="2">Setup path</th></tr>
<tr><td>Crit path buf inv count</td><td>2</td></tr>
<tr><td>WP data arrival</td><td>1450 ps</td></tr>
<tr><td>Kind of capture point of the worst setup path</td><td>output port</td></tr>
<tr><td>CP max FO</td><td>4</td></tr>
<tr><td>Setup CP Type</td><td>register to output port</td></tr>
<tr><td>Largest stage delay on the critical path</td><td>460 ps</td></tr>
<tr><td>Required time at the worst-slack endpoint</td><td>1840 ps</td></tr>
<tr><td>Kind of start point of the critical path</td><td>register</td></tr>
<tr><td>Family with the most delay on the worst path</td><td>flip-flops</td></tr>
<tr><td>Cells traversed along the worst timing path</td><td>xor2_1, nand4_1, buf_4, nor3_2, dlymetal6s2s_1</td></tr>
<tr><td>Slowest cell on crit path</td><td>sky130_fd_sc_hd__edfxtp_1</td></tr>
<tr><th colspan="2">Die</th></tr>
<tr><td>Rows</td><td>30</td></tr>
<tr><td>Horiz. Die Dim</td><td>103 um</td></tr>
<tr><td>Chip height</td><td>103 um</td></tr>
<tr><td>Number of I/O pins</td><td>4</td></tr>
<tr><td>Fp_density</td><td>11.6%</td></tr>
<tr><td>Area of the placeable core</td><td>6760 sq um</td></tr>
<tr><td>Die outline area</td><td>10,600 sq um</td></tr>
<tr><th colspan="2">Pwr</th></tr>
<tr><td>Static leakage power</td><td>0.358 nW</td></tr>
<tr><td>Power per cell area</td><td>560 nW/um^2</td></tr>
<tr><td>Peak supply drop</td><td>0.000540 V</td></tr>
<tr><th colspan="2">Detailed routing</th></tr>
<tr><td>Tally of nets with antenna violations remaining after routing</td><td>0</td></tr>
<tr><td>Average wire per standard cell</td><td>7.97 um</td></tr>
<tr><td>DRT iter0 DRCs</td><td>8</td></tr>
<tr><td>Antenna cell count</td><td>0</td></tr>
<tr><td>Ratio of routed vias to standard cells</td><td>3.40</td></tr>
<tr><td>Detailed-route wire length</td><td>1.41 mm</td></tr>
<tr><td>TritonRoute pass-1 iters</td><td>3</td></tr>
<tr><td>Via Count</td><td>602</td></tr>
<tr><td>Post-route DRC violation count</td><td>0</td></tr>
<tr><th colspan="2">Worst hold path</th></tr>
<tr><td>Class of the tightest hold or removal check</td><td>register to register</td></tr>
<tr><th colspan="2">Layout</th></tr>
<tr><td>Area of the multi-input gates</td><td>414 sq um</td></tr>
<tr><td>Area Overhead vs Synth</td><td>34.2%</td></tr>
<tr><td>Count of filler cells inserted in the layout</td><td>748</td></tr>
<tr><td>Register cell area after layout</td><td>398 sq um</td></tr>
<tr><td>Filler-free cell count of the finished design</td><td>177</td></tr>
<tr><td>Fraction of final layout cells with drive strength greater than 1</td><td>21.6%</td></tr>
<tr><th colspan="2">Flow run</th></tr>
<tr><td>Tool warning count</td><td>25</td></tr>
<tr><td>Max-cap violations</td><td>0</td></tr>
<tr><th colspan="2">GRT</th></tr>
<tr><td>Global-route congestion overflow total</td><td>0</td></tr>
<tr><td>Total routing resource utilization after global routing</td><td>2.78%</td></tr>
<tr><td>First-pass GRT wire length</td><td>2.43 mm</td></tr>
<tr><td>Maximum number of pins on one net before global-route repair</td><td>12</td></tr>
<tr><td>Initial antenna violation count</td><td>0</td></tr>
<tr><td>Number of global-route vias before repair</td><td>559</td></tr>
</table>
-- report_power, final --
group          internal (mW)  leakage, nW  switching, mW
combinational         0.0104        0.173        0.00925
sequential             0.338        0.159        0.00726
clock                  0.120       0.0255          0.103
-- worst register-to-register path, delay by kind of cell (launching register included) --
kind | cells | cell delay, ps
AOI/OAI and AO/OA | 1 | 140
DFF | 1 | 430
and+or+nand+nor | 3 | 1110
-- logic make-up (layout without fill, tap and decap cells) --
family	Yosys count	in the layout	synth area share (%)
simple gates	41	41	28.5
flops	19	19	49.9
buf+inv	4	16	1.92
xor+xnor	11	11	12.3
compound gates	9	9	5.76
fa+ha+maj	1	1	1.60
-- per-layer routing --
layer | wire, um | up-vias | GRT usage, %
met4 | 0 | 0 | 0.107
li1 | - | 319 | -
met3 | 59 | 0 | 1.08
met1 | 755 | 278 | 3.75
met5 | 0 | - | 0
met2 | 596 | 5 | 4.34
-- final timing paths --
path	end	slack, ps	start	depth (start not counted)
setup / recovery	PB_down	390	PB_state	5
hold / removal	PB_sync_1	330	PB_sync_0	0
setup reg to reg	PB_cnt[13]	560	PB_cnt[2]	4
hold reg to reg	PB_sync_1	330	PB_sync_0	0
-- registers in the layout, summed over array words and instances (netlist names) --
name       flops
PB_state       1
PB_sync_0      1
PB_cnt        16
PB_sync_1      1
-- stage by stage --
stage	utilization, %	power [mW]	area (sq um)
after floorplan	-	0.361	782
after global placement	13.7	0.368	923
after detailed placement	13.7	0.368	923
after CTS	14.8	0.595	998
after global routing	15.5	0.611	1050
final	15.5	0.588	1050
-- layout by cell type, fill, tap and decap left out, types with 3 or more instances in the layout --
| cell type | n |
|---|---|
| sky130_fd_sc_hd__dfxtp_1 | 16 |
| sky130_fd_sc_hd__nand2_1 | 6 |
| sky130_fd_sc_hd__clkbuf_8 | 3 |
| sky130_fd_sc_hd__nor2_1 | 11 |
| sky130_fd_sc_hd__a21oi_1 | 4 |
| sky130_fd_sc_hd__buf_4 | 6 |
| sky130_fd_sc_hd__o21ai_0 | 5 |
| sky130_fd_sc_hd__nand3_1 | 3 |
| sky130_fd_sc_hd__xor2_1 | 7 |
| sky130_fd_sc_hd__inv_1 | 3 |
| sky130_fd_sc_hd__or3_1 | 3 |
| sky130_fd_sc_hd__xnor2_1 | 4 |
| sky130_fd_sc_hd__nand4_1 | 5 |
-- timing repair --
action,in CTS,in global routing
gates resized,8,6
buffers inserted,0,4
pin swaps,1,3
endpoints found under the setup margin,2,2
hold buffers,0,0
-- final cells by class --
| cell class | count | area share (%) |
|---|---|---|
| clock buffer | 3 | 3.93 |
| clock inverter | 1 | 0.477 |
| inverter | 3 | 1.07 |
| multi-input combinational | 62 | 39.5 |
| sequential | 19 | 37.9 |
| tap | 80 | 9.54 |
| timing repair buffer | 9 | 7.63 |
Power figures rest on the tool's default switching activity, not on a simulated workload.
